### design/flow/constraint.sdc
current_design traffic_light

set clk_period 3.5
set clk_io_pct 0.2

create_clock -name clk0 -period $clk_period [get_ports {clk}]

set non_clock_inputs [all_inputs -no_clocks]
set_input_delay [expr $clk_period * $clk_io_pct] -clock clk0 $non_clock_inputs
set_output_delay [expr $clk_period * $clk_io_pct] -clock clk0 [all_outputs]
### design/flow/run.sh
#!/bin/bash
# OpenROAD 26Q1-2900-gdf79404cd8, Yosys 0.63+post, stock flow scripts
make -C /OpenROAD-flow-scripts/flow DESIGN_CONFIG=/design/flow/config.mk WORK_HOME=/design/flow/orfs finish
### design/flow/design.v
module clock (
	input clk,     
	input rst_n,  
	output clk100ms
);
reg [23:0] cnt100ms;
reg rclk100ms;
always @(posedge clk or negedge rst_n) begin : proc_cnt100ms
	if(~rst_n) begin
		cnt100ms <= 0;
		rclk100ms <=0;
	end else begin
		if(cnt100ms == 24'd2_499_999) begin
			cnt100ms <= 24'd0;
			rclk100ms <= ~rclk100ms;
		end
		else
			cnt100ms <= cnt100ms + 1'd1;
	end
end
assign clk100ms = rclk100ms;
endmodule
module column_scan_module
(
	CLK,RSTn,Column_Scan_Sig
); 
	input CLK;
	input RSTn;
	output [1:0] Column_Scan_Sig;
	parameter T10MS=19'd499_999;
	reg[18:0] Count1;
	always @ (posedge CLK or negedge RSTn)
		if(!RSTn)
			Count1<=19'd0;
		else if(Count1==T10MS)
			Count1<=19'd0;
		else
			Count1<=Count1+19'b1;
	reg[1:0]t;
	always@(posedge CLK or negedge RSTn)
		if(!RSTn)
			t<=2'd0;
		else if (t==2'd2)
			t<=2'd0;
		else if(Count1==T10MS)
			t<=t+1'b1;
	reg[1:0]rColumn_Scan;
	always@(posedge CLK or negedge RSTn)
		if(!RSTn)
			rColumn_Scan<=2'b10;
		else if(Count1==T10MS)
			case(t)
				2'd0:rColumn_Scan<=2'b10;
				2'd1:rColumn_Scan<=2'b01;
			endcase
	assign Column_Scan_Sig=rColumn_Scan;
endmodule
module light_control (
	input clk,     
	input rst_n,   
	output Gx,Rx,Gy,Ry
);
reg rGx;
reg rGy;
reg rRx;
reg rRy;
reg [1:0] state;
reg [23:0] cnt;
parameter Tx =30;
parameter Ty = 15;
always @(posedge clk or negedge rst_n) begin : proc_cnt
	if(~rst_n) begin
		cnt <= 0;
	end else begin
		if (cnt == (Tx+Ty)*10-1)
			cnt <= 0;
		else
			cnt <= 1'd1+cnt;
	end
end
always @(posedge clk or negedge rst_n) begin : proc_light_control
	if(~rst_n) begin
		state <= 2'd0;
		rGx <= 1'd0;
		rGy <= 1'd0;
		rRx <=1'd0;
		rRy <= 1'd0;
	end else begin
		case (state)
			2'd0:begin 
				if(cnt == Tx * 10 - 51) begin
					state <= 2'd1;
					rGx <= 1'b0;
				end
				else
					rGx <= 1'b1;
					rRy <= 1'b1;
					rRx <= 1'b0;
					rGy <= 1'b0;
			end
			2'd1:begin 
				if(cnt == Tx*10 -1) begin
					state <= 2'd2;
					rGx <= 1'b0;
				end
				else if(cnt == Tx*10 - 6) begin 
					rGx <= 1'b1;
				end
				else if(cnt == Tx*10 - 11) begin 
					rGx <= 1'b0;
					end
				else if(cnt == Tx*10 - 16) begin 
					rGx <= 1'b1;
					end
				else if(cnt == Tx*10 - 21) begin 
					rGx <= 1'b0;
					end
				else if(cnt == Tx*10 - 26) begin 
					rGx <= 1'b1;
					end
				else if(cnt == Tx*10 - 31) begin 
					rGx <= 1'b0;
					end
				else if(cnt == Tx*10 - 36) begin 
					rGx <= 1'b1;
					end
				else if(cnt == Tx*10 - 41) begin 
					rGx <= 1'b0;
					end
				else if(cnt == Tx*10- 46) begin 
					rGx <= 1'b1;
					end
			end
			2'd2:begin 
				if(cnt == (Tx+Ty)*10-51) begin 
					state <= 2'd3;
					rGy <= 1'b0;
				end
				else begin
					rRy <=1'b0;
					rGy <= 1'b1;
					rRx <= 1'b1;
				end
			end
			2'd3:begin 
				if(cnt == (Tx+Ty)*10-1) begin
					rGy <= 1'b0;
					state <= 2'd0;
				end
				else if(cnt == (Tx+Ty)*10-6) begin 
					rGy <= 1'b1;
				end
				else if(cnt == (Tx+Ty)*10-11) begin 
					rGy<= 1'b0;
					end
				else if(cnt == (Tx+Ty)*10-16) begin 
					rGy <= 1'b1;
					end
				else if(cnt == (Tx+Ty)*10-21) begin 
					rGy <= 1'b0;
					end		
				if(cnt == (Tx+Ty)*10-26) begin
					rGy <= 1'b1;
				end
				else if(cnt == (Tx+Ty)*10-31) begin 
					rGy <= 1'b0;
				end
				else if(cnt == (Tx+Ty)*10-36) begin 
					rGy<= 1'b1;
					end
				else if(cnt == (Tx+Ty)*10-41) begin 
					rGy <= 1'b0;
					end
				else if(cnt == (Tx+Ty)*10-46) begin 
					rGy <= 1'b1;
					end
			end
			default : state <= 2'd0;
		endcase
	end
end
assign Gx = rGx;
assign Gy = rGy;
assign Rx = rRx;
assign Ry = rRy;
endmodule
module num_display
(
    CLK, RSTn, 
	 Number_Data,
	 Row_Scan_Sig, Column_Scan_Sig
);
    input CLK;
	 input RSTn;
	 input [7:0]Number_Data;
	 output [7:0]Row_Scan_Sig;
	 output [1:0]Column_Scan_Sig;
	 wire [3:0]Ten_Data;
	 wire [3:0]One_Data;
	 number_mod_module U1
	 (
	     .CLK( CLK ),
		  .RSTn( RSTn ),
		  .Number_Data( Number_Data ),
		  .Ten_Data( Ten_Data ), 
		  .One_Data( One_Data ) 
	 );
	 wire [7:0]Ten_SMG_Data;
	 wire [7:0]One_SMG_Data;
	 smg_encoder_module U2
	 (
	     .CLK( CLK ),
		  .RSTn( RSTn ),
		  .Ten_Data( Ten_Data ), 
		  .One_Data( One_Data ), 
		  .Ten_SMG_Data( Ten_SMG_Data ),
		  .One_SMG_Data( One_SMG_Data ) 
	 );
	 smg_scan_module U3
	 (
	     .CLK( CLK ),
		  .RSTn( RSTn ),
		  .Ten_SMG_Data( Ten_SMG_Data ), 
		  .One_SMG_Data( One_SMG_Data ), 
		  .Row_Scan_Sig( Row_Scan_Sig ), 
		  .Column_Scan_Sig( Column_Scan_Sig )
	 );
endmodule
module num_generate (
	input clk,     
	input rst_n,  
	output [7:0]Numout,
	output test
	);
parameter Tx =30;
parameter Ty = 15;
reg [7:0] rNumout = Tx-1;
reg [8:0]cnt1;
reg clk1;
reg flag;
always @(posedge clk or negedge rst_n) begin : proc_Numour
	if(~rst_n) begin
		rNumout <= Tx-1;
		cnt1 <=0;
	end else begin
		if(flag ==0) begin
			if(cnt1 == 9) begin
				cnt1 <=0;
				rNumout <=rNumout -1'b1;
			end
			else cnt1 <= cnt1 +1'b1;
			if(rNumout == 8'b11111111) begin
				rNumout <= Ty-1;
				flag <=1;
			end
		end
		else if (flag==1) begin 
			if(cnt1 == 9) begin
				cnt1 <=0;
				rNumout <=rNumout -1'b1;
			end
			else cnt1 <= cnt1 +1'b1;
			if(rNumout == 8'b11111111) begin
				rNumout <= Tx-1;
				flag <=0;
			end
		end
		end
	end
	assign Numout = rNumout;
endmodule
module number_mod_module
(
	CLK,RSTn,Number_Data,Ten_Data,One_Data
);
	input CLK;
	input RSTn;
	input [7:0]Number_Data;
	output[3:0]Ten_Data;
	output[3:0]One_Data;
	 reg [31:0]rTen;
	 reg[31:0]rOne;
	 always@(posedge CLK or negedge RSTn)
	 	if(!RSTn)
	 		begin
	 			rOne<=32'd0;
	 		end
	 	else
	 		begin
	 			rTen<=Number_Data/10;
	 			rOne<=Number_Data%10;
	 		end
	 		assign Ten_Data=rTen[3:0];
	 		assign One_Data=rOne[3:0];
	 endmodule
module row_scan_module
(
	CLK,RSTn,Ten_SMG_Data,One_SMG_Data,Row_Scan_Sig
); 
	input CLK;
	input RSTn;
	input [7:0]Ten_SMG_Data;
	input [7:0]One_SMG_Data;
	output[7:0]Row_Scan_Sig;
	parameter T10MS=19'd499_999;
	reg[18:0] Count1;
	always@(posedge CLK or negedge RSTn)
		if(!RSTn)
			Count1<=19'd0;
		else if(Count1==T10MS)
			Count1<=19'd0;
		else
			Count1<=Count1+19'b1;
	reg[1:0]t;
	always @(posedge CLK or negedge RSTn)
		if(!RSTn)
			t<=2'd0;
		else if (t==2'd2)
			t<=2'd0;
		else if (Count1==T10MS)
			t<=t+1'b1;
	reg[7:0]rData;
	always@(posedge CLK or negedge RSTn)
		if(!RSTn)
			rData<=8'd0;
		else if (Count1==T10MS)
			case(t)
				2'd0:rData<=Ten_SMG_Data;
				2'd1:rData<=One_SMG_Data;
			endcase
	assign Row_Scan_Sig=rData;
endmodule
module smg_encoder_module
(
	CLK,RSTn,Ten_Data,One_Data,Ten_SMG_Data,One_SMG_Data
); 
	input CLK;
	input RSTn;
	input [3:0]Ten_Data;
	input [3:0]One_Data;
	output[7:0]Ten_SMG_Data;
	output[7:0]One_SMG_Data;
	parameter 
	_0=8'b1100_0000,
	_1=8'b1111_1001,
	_2=8'b1010_0100,
	_3=8'b1011_0000,
	_4=8'b1001_1001,
	_5=8'b1001_0010,
	_6=8'b1000_0010,
	_7=8'b1111_1000,
	_8=8'b1000_0000,
	_9=8'b1001_0000;
	reg[7:0] rTen_SMG_Data;
	always@(posedge CLK or negedge RSTn)
		if(!RSTn)
			begin
				rTen_SMG_Data<=8'b1111_1111;
			end
		else
			case(Ten_Data)
				4'd0:rTen_SMG_Data<=_0;
				4'd1:rTen_SMG_Data<=_1;
				4'd2:rTen_SMG_Data<=_2;
				4'd3:rTen_SMG_Data<=_3;
				4'd4:rTen_SMG_Data<=_4;
				4'd5:rTen_SMG_Data<=_5;
				4'd6:rTen_SMG_Data<=_6;
				4'd7:rTen_SMG_Data<=_7;
				4'd8:rTen_SMG_Data<=_8;
				4'd9:rTen_SMG_Data<=_9;
			endcase
		reg[7:0]rOne_SMG_Data;
		always@(posedge CLK or negedge RSTn)
			if(!RSTn)
				begin
					rOne_SMG_Data<=8'b1111_1111;
				end
			else
				case(One_Data)
				4'd0:rOne_SMG_Data<=_0;
				4'd1:rOne_SMG_Data<=_1;
				4'd2:rOne_SMG_Data<=_2;
				4'd3:rOne_SMG_Data<=_3;
				4'd4:rOne_SMG_Data<=_4;
				4'd5:rOne_SMG_Data<=_5;
				4'd6:rOne_SMG_Data<=_6;
				4'd7:rOne_SMG_Data<=_7;
				4'd8:rOne_SMG_Data<=_8;
				4'd9:rOne_SMG_Data<=_9;
			endcase
	assign Ten_SMG_Data=rTen_SMG_Data;
	assign One_SMG_Data=rOne_SMG_Data;
endmodule
 module smg_scan_module
 (
 	CLK,RSTn,Ten_SMG_Data,One_SMG_Data,
 	Row_Scan_Sig,Column_Scan_Sig
 );
 	input CLK;
 	input RSTn;
 	input[7:0]Ten_SMG_Data;
 	input[7:0]One_SMG_Data;
 	output[7:0]Row_Scan_Sig;
 	output[1:0]Column_Scan_Sig;
 	row_scan_module U1
 	(
 		.CLK(CLK),
 		.RSTn(RSTn),
 		.Ten_SMG_Data(Ten_SMG_Data),
 		.One_SMG_Data(One_SMG_Data),
 		.Row_Scan_Sig(Row_Scan_Sig)
 	);
 	column_scan_module U2
 	(
 		.CLK(CLK),
 		.RSTn(RSTn),
 		.Column_Scan_Sig(Column_Scan_Sig)
 	);
 endmodule
module traffic_light (
	input clk,     
	input rst_n,   
	output [7:0]Row_Scan_Sig,
	output[1:0]Column_Scan_Sig,
	output[1:0]Column_Scan_Sig2,
	output [3:0]ledout
);
parameter Tx=30;
parameter Ty=15;
wire clk100ms;
wire [7:0] Numout;
clock U1
(
	.clk(clk),
	.rst_n(rst_n),
	.clk100ms(clk100ms)
	);
light_control #(Tx,Ty) U2
(
	.clk(clk100ms),
	.rst_n(rst_n),
	.Gx(ledout[0]),
	.Rx(ledout[1]),
	.Gy(ledout[2]),
	.Ry(ledout[3])
	);
num_generate #(Tx,Ty) U3
(
	.clk(clk100ms),
	.rst_n(rst_n),
	.Numout(Numout)
	);
num_display U4
(
	.CLK(clk),
	.RSTn(rst_n),
	.Number_Data(Numout),
	.Row_Scan_Sig(Row_Scan_Sig),
	.Column_Scan_Sig(Column_Scan_Sig)
	);
num_display U5
(
	.CLK(clk),
	.RSTn(rst_n),
	.Column_Scan_Sig(Column_Scan_Sig2)
	);
endmodule
### design/flow/config.mk
export PLATFORM = sky130hd
export DESIGN_NAME = traffic_light
export DESIGN_NICKNAME = traffic_light
export VERILOG_FILES = /design/flow/design.v
export SDC_FILE = /design/flow/constraint.sdc
export NUM_CORES = 4
export LEC_CHECK = 1
export CORE_UTILIZATION = 30
==> reports/metrics.csv <==
stage,metric,value,unit
power_and_ir_drop,irDropWorstVdd,0.000352,V
setup_path,crit_path_kind,reg2reg,
setup_path,regToRegStartpoint,U5.U3.U2.Count1[0]$_DFF_PN0_,
power_and_ir_drop,leakagePower,4.20,nW
setup_path,cp_data_arrival_time,2.76,ns
worst_hold_path,holdCritPathClass,in2async,
global_routing,grt_pass1_wl,27700,um
synthesis,synthFlopType,sky130_fd_sc_hd__dfrtp_1,
synthesis,synth.yosys.seq_area_share,0.496,
final_timing,final_worst_slack,1.03,ns
synthesis,synth-area-yosys,0.00878,mm^2
final_timing,timing.fmax,406,MHz
final_timing,skew,0.0105,ns
synthesis,netlist.area_leader.share,0.416,
final_layout,layout.cell_area.non_filler,0.00989,mm^2
placed_design,preCtsSetupSlack,1.04,ns
cts,postCtsSetupRepairBufs,0,
final_timing,number_of_failing_hold_endpoints_at_the_final_stage,0,
final_timing,worstMarginPinSlew,0.885,ns
cts,cts.clk_slew.worst_paths,0.06,ns
synthesis,syn-mean-instance-area,9.98,um^2
global_routing,antenna_found_initial,0,
synthesis,ys_top_cells_by_area,"sky130_fd_sc_hd__dfrtp_1, sky130_fd_sc_hd__xnor2_1, sky130_fd_sc_hd__dfstp_2",
synthesis,yosys.cell_types.count,85,
cts,worstSkewPairLatency,0.41,ns
floorplanning,io_pins,18,
synthesis,total_cells_reported_by_yosys_after_synthesis,880,
floorplanning,die-area,0.0300,mm^2
cts,cts_hold_buffers,0,
floorplanning,design.core.area,0.0288,mm^2
detailed_routing,detail_route.vias_per_cell,4.71,
placed_design,buffer_ports.inserted,17,
synthesis,synth-async-reset-ratio,0.971,
synthesis,synth_top_cell_by_area,sky130_fd_sc_hd__dfrtp_1,
detailed_routing,drt-initial-drc-count,335,
final_timing,unclocked_regs,50,
placed_design,placed_cell_area,0.00930,mm^2
setup_path,timing.reg2reg.worst_path_depth,7,
cts,cts_repair_resize_count,0,
floorplanning,die-width,173,um
global_routing,global_route_usage_over_all_layers,0.110,
setup_path,timing.critical_path.fanout_max,13,
setup_path,cp-start-kind,flop,
final_layout,drive_gt1_frac,0.100,
placed_design,dp.final_hpwl,10500,um
detailed_routing,detail-route-antenna-nets,0,
synthesis,enable_flop_cells,5,
synthesis,syn-cell-area,0.00878,mm^2
setup_path,critical_path_required,3.80,ns
final_timing,finalCritPeriodShare,0.705,
global_routing,grt_max_degree,58,
detailed_routing,route.detailed.drc,0,
global_routing,globalRouteOverflowTotal,0,
detailed_routing,antennaDiodeCount,0,
final_timing,finalSetupViolCount,0,
setup_path,r2r-end,U5.U3.U2.rColumn_Scan[0]$_DFFE_PN0P_,
final_timing,slew_headroom,0.407,
floorplanning,fp-utilization,0.305,
placed_design,gpl.final_weighted_congestion,0.838,
detailed_routing,postRouteWirelength,15200,um
cts,clockBufferDepth,2,
global_routing,vias_in_the_first_global_route,5726,
final_layout,synthToLayoutAreaGrowth,12.6,%
status,run_status,"finished, final reports clean",
synthesis,post_synth_inst_count,880,
cts,clock-root-buffer,sky130_fd_sc_hd__clkbuf_16,
cts,cts_tree,yes,
cts,cts_made_buffers,17,
synthesis,synth.ff_latch_count,172,
final_timing,fin_tns_setup,0,ns
job,stage_log_warnings,33,
power_and_ir_drop,pwr_density_cell,321,mW/mm^2
setup_path,timing.reg2reg.setup_slack,1.03,ns
synthesis,ys_warn_count,7,
detailed_routing,wl_per_cell,11.9,um
detailed_routing,drt_first_pass_iters,4,
setup_path,cp-endpoint,U5.U3.U2.rColumn_Scan[0]$_DFFE_PN0P_,
cts,cts_htree_levels,4,
final_timing,period_needed,2.47,ns
setup_path,startpoint,U5.U3.U2.Count1[0]$_DFF_PN0_,
setup_path,worst_setup_path_end_kind,flop,
floorplanning,floorplan.die.height,173,um
job,timing.max_cap.violations,0,
floorplanning,rows,62,
final_timing,unconstrained_endpoints,63,
final_timing,report.final.slew_viol_count,0,
final_timing,unrepaired_setup_endpoints_after_global_routing,false,
detailed_routing,vias,6040,
## power by group
group / switching, mW / internal, mW / total, mW
Combinational: 0.0433 / 0.0104 / 0.0537
Clock: 0.627 / 1.06 / 1.69
Sequential: 0.00719 / 1.43 / 1.44
## kinds of logic (layout without fill, tap and decap cells)
logic type,count (synthesis),count (layout),synth area share
and+or+nand+nor,381,381,0.220
DFF,172,172,0.496
xor gates and xnor gates,116,116,0.116
AOI/OAI and AO/OA,112,112,0.0923
buffers and inverters,66,85,0.0338
adders and majority gates,17,17,0.0239
muxes,16,16,0.0185
## layout by cell type, fill, tap and decap left out, types with 4 or more instances in the layout
master	n
sky130_fd_sc_hd__a21oi_1	29
sky130_fd_sc_hd__a22o_1	5
sky130_fd_sc_hd__a31oi_1	4
sky130_fd_sc_hd__and3_1	26
sky130_fd_sc_hd__and4_1	7
sky130_fd_sc_hd__buf_4	5
sky130_fd_sc_hd__clkbuf_16	18
sky130_fd_sc_hd__clkdlybuf4s50_1	16
sky130_fd_sc_hd__clkinv_4	4
sky130_fd_sc_hd__dfrtp_1	146
sky130_fd_sc_hd__dfstp_2	21
sky130_fd_sc_hd__edfxtp_1	5
sky130_fd_sc_hd__ha_1	15
sky130_fd_sc_hd__inv_1	30
sky130_fd_sc_hd__mux2i_1	14
sky130_fd_sc_hd__nand2_1	68
sky130_fd_sc_hd__nand3_1	56
sky130_fd_sc_hd__nand4_1	26
sky130_fd_sc_hd__nor2_1	109
sky130_fd_sc_hd__nor2b_1	15
sky130_fd_sc_hd__nor3_1	21
sky130_fd_sc_hd__nor3b_1	4
sky130_fd_sc_hd__nor4_1	10
sky130_fd_sc_hd__nor4b_1	4
sky130_fd_sc_hd__o21ai_0	21
sky130_fd_sc_hd__o22ai_1	6
sky130_fd_sc_hd__or2_2	4
sky130_fd_sc_hd__xnor2_1	80
sky130_fd_sc_hd__xor2_1	36
## critical path, stage by stage, from the launching register on
cell and delay [ns]:
sky130_fd_sc_hd__dfrtp_1 0.38, sky130_fd_sc_hd__ha_1 0.19, sky130_fd_sc_hd__nand3_1 0.11, sky130_fd_sc_hd__nor2_1 0.38, sky130_fd_sc_hd__and3_1 0.25, sky130_fd_sc_hd__and3_1 0.43
sky130_fd_sc_hd__nor2b_1 0.27, sky130_fd_sc_hd__mux2_2 0.35
## layer usage
| layer | track usage | wire, um |
|---|---|---|
| met3 | 0.0153 | 319 |
| met5 | 0 | 0 |
| met4 | 0.00811 | 102 |
| met1 | 0.189 | 8340 |
| met2 | 0.155 | 6490 |
## worst min path at each step
stage                               end  slack, ns
6_report      U4.U3.U1.t[0]$_DFFE_PN0P_       0.25
5_1_grt       U4.U3.U1.t[0]$_DFFE_PN0P_       0.27
4_1_cts   U4.U3.U2.Count1[11]$_DFF_PN0_       0.26
## stage by stage
step	hold slack [ns]	total power [mW]	instances	utilization
6_report	0.248	3.18	1283	0.344
2_1_floorplan	0.404	1.47	880	-
5_1_grt	0.268	3.31	1283	0.344
3_3_place_gp	0.455	1.52	1251	0.323
3_5_place_dp	0.459	1.52	1251	0.323
4_1_cts	0.260	3.22	1283	0.344
## cell type report
| class | instances | area (um^2) |
|---|---|---|
| Clock buffer | 20 | 478 |
| Clock inverter | 12 | 113 |
| Fill cell | 2803 | 18900 |
| Inverter | 31 | 116 |
| Multi-Input combinational cell | 642 | 4140 |
| Sequential cell | 172 | 4360 |
| Tap cell | 384 | 480 |
| Timing Repair Buffer | 22 | 209 |
## cells in the mapped netlist (all sizes together) (4+ instances only)
| library cell | instances |
|---|---|
| nor3b | 4 |
| ha | 15 |
| edfxtp | 5 |
| inv | 31 |
| a31oi | 4 |
| xor2 | 36 |
| nand2 | 68 |
| buf | 12 |
| mux2i | 14 |
| nor4b | 4 |
| or2 | 5 |
| a22o | 5 |
| xnor2 | 80 |
| clkbuf | 23 |
| o22ai | 6 |
| and2 | 4 |
| dfrtp | 146 |
| and4 | 8 |
| nor2 | 111 |
| o311ai | 4 |
| nor3 | 22 |
| nand3 | 57 |
| nand2b | 4 |
| dfstp | 21 |
| nand4 | 26 |
| o21ai | 24 |
| a21oi | 30 |
| nor2b | 15 |
| nor4 | 10 |
| and3 | 26 |
## state kept, by name, summed over array words and instances (netlist names), 4 cells and up, named ones only
register             count
U4.U3.U1.rData           8
U4.U1.rTen               4
U5.U3.U2.Count1         19
U4.U2.rOne_SMG_Data      7
U1.cnt100ms             24
U4.U1.rOne               4
U3.cnt1                  9
U3.rNumout               6
U4.U2.rTen_SMG_Data      7
U4.U3.U2.Count1         19
U4.U3.U1.Count1         19
U2.cnt                  24
U2.state                 4
Power is estimated from default activity; no workload was simulated.
